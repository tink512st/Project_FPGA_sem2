$ cat run.sh
#!/bin/bash
# OpenROAD 26Q1-2900-gdf79404cd8, Yosys 0.63+post, stock flow scripts
make -C /OpenROAD-flow-scripts/flow DESIGN_CONFIG=/design/flow/config.mk WORK_HOME=/design/flow/orfs finish
$ cat config.mk
export PLATFORM = sky130hd
export DESIGN_NAME = i2c_aht20
export DESIGN_NICKNAME = i2c_aht20
export VERILOG_FILES = /design/flow/design.v
export SDC_FILE = /design/flow/constraint.sdc
export NUM_CORES = 4
export LEC_CHECK = 1
export CORE_UTILIZATION = 50
$ cat constraint.sdc
current_design i2c_aht20

set clk_period 8.2
set clk_io_pct 0.2

create_clock -name clk0 -period $clk_period [get_ports {clk}]

set non_clock_inputs [all_inputs -no_clocks]
set_input_delay [expr $clk_period * $clk_io_pct] -clock clk0 $non_clock_inputs
set_output_delay [expr $clk_period * $clk_io_pct] -clock clk0 [all_outputs]
$ cat design.v
module i2c_aht20(
    done,
    ack_err,
    busy,
    clk,
    rst,
    newd,
    humidity_vl,
    temp_vl,
    stage,
    state_send_sen,
    sda_o,
    sda_i,
    sda_t,
    scl_t
);
input clk,rst,newd;
output [13:0] temp_vl;
output [13:0] humidity_vl;
output reg done, ack_err, busy;
output [1:0] stage;
output reg [3:0] state_send_sen;
output reg  sda_o;   
input sda_i;      
output reg  sda_t;   
output reg  scl_t;
parameter sys_freq = 125_000_000; 
parameter i2c_freq = 400_000; 
parameter delay_45ms = 5_625_000;  
parameter delay_20ms = 2_500_000;  
parameter delay_200ms = 25_000_000;  
parameter clk_count4 = sys_freq / i2c_freq;
parameter clk_count1 = clk_count4/4;
reg [1:0] stagew = 2'b00;
reg [1:0] pulse;
integer count1 = 0;
integer count_delay = 0;
reg [3:0] count_byte = 0;
reg [7:0] data_receive [0:6];
reg [7:0] data_send [0:2];
wire [19:0] temp_raw;
wire [19:0] hum_raw;
parameter CMD_INIT = 8'hbe,
          CMD_INIT_BYTE1 = 8'h08,
          CMD_INIT_BYTE2 = 8'h00,
          CMD_MEASURE = 8'hAC,
          CMD_MEASURE_BYTE1 = 8'h33,
          CMD_MEASURE_BYTE2 = 8'h00,
          ADD_WRITE = 8'h70,
          ADD_READ = 8'h71;
always @(posedge clk) begin
    if(rst) begin
        pulse <= 0;
        count1 <= 0;
    end
    else if(busy == 0) begin
        pulse <= 0;
        count1 <= 0;
    end
    else if(count1 == clk_count1-1) begin
        pulse <= 1;
        count1 <= count1+1;
    end
    else if(count1 == clk_count1*2-1) begin
        pulse <= 2;
        count1 <= count1+1;
    end
    else if(count1 == clk_count1*3-1) begin
        pulse <= 3;
        count1 <= count1+1;
    end
    else if(count1 == clk_count1*4-1) begin
        pulse <= 0;
        count1 <= 0;
    end
    else begin
        count1 <= count1 + 1;
    end
end
parameter SCALE = 1<<20; 
parameter IDLE = 4'd0, 
          START = 4'd1, 
          WRITE_ADD = 4'd2, 
          ACK_1 = 4'd3, 
          WRITE_DATA = 4'd4, 
          ACK = 4'd5, 
          STOP = 4'd8, 
          MASTER_NACK = 4'd9,
          READ_DATA = 4'd10,
          MASTER_ACK = 4'd11,
          WAIT_45MS_INIT = 4'd12,
          WAIT_15MS_AFTER_INIT = 4'd13,
          WAIT_MEASURE_90MS = 4'd14;
reg[3:0] state = IDLE;
reg [7:0]tx_data = 0,rx_data = 0;
reg [7:0] add = 0;
reg r_ack = 0;
reg [3:0] bit_count;
always@(posedge clk or posedge rst) begin
    if(rst) begin
        state <= WAIT_45MS_INIT;
        bit_count <= 0;
        count_byte <= 0;
        count_delay<= 0;
        sda_t <= 1;    
        sda_o <= 0;
        scl_t <= 0;
        tx_data <= 0;
        add <= 0;
        ack_err <= 0;
        busy <= 0;
        done <= 0;
        stagew <= 2'b00;
    end
    else 
       case(state) 
            WAIT_45MS_INIT: begin
                state_send_sen <= 4'b0000;
                if(count_delay < delay_45ms) begin
                    count_delay <= count_delay + 1;
                end
                else begin
                    count_delay <= 0;
                    state <= IDLE;
                end
            end
            IDLE: begin
                state_send_sen <= 4'b0001;
                done <= 0;
                if(newd) begin
                    state <= START;
                    if(stage == 2'b00 || stage == 2'b01) add <= ADD_WRITE;
                    else add <= ADD_READ;
                    busy <= 1;
                    ack_err <= 0;
                end
                else begin
                    tx_data <= 0;
                    add <= 0;
                    busy <= 0;
                    ack_err <= 0;
                    stagew <= 2'b00;
                end
            end
            START: begin
                state_send_sen <= 4'b0010;
                case(pulse)
                    0,1: begin sda_t <= 1; scl_t <= 1; end 
                    2,3: begin sda_t <= 0; sda_o <= 0; scl_t <= 1; end 
                endcase
                if(count1 == clk_count1*4-1) begin
                    state <= WRITE_ADD;
                    scl_t <= 0;
                end
            end
            WRITE_ADD: begin
                state_send_sen <= 4'b0011;
                if(bit_count<=7) begin
                    case(pulse) 
                        0: begin scl_t <= 0; end
                        1: begin scl_t <= 0;
                            if(add[7-bit_count]==1'b0) begin sda_t <= 0; sda_o <= 0; end
                            else sda_t <= 1;
                        end
                        2,3: begin scl_t <= 1; end
                    endcase
                    if(count1 == clk_count1*4-1) begin
                        bit_count <= bit_count + 1;
                        scl_t <= 0;
                    end
                end
                else begin
                    bit_count <= 0;
                    state <= ACK_1;
                    scl_t <= 0;
                    sda_t <= 1; 
                end
            end
            ACK_1: begin
                state_send_sen <= 4'b0100;
                sda_t <= 1;
                case(pulse) 
                    0,1: scl_t <= 0;
                    2: begin scl_t <= 1; r_ack <= sda_i; end
                    3: scl_t <= 1;
                endcase
                if(count1 == clk_count1*4-1) begin
                    if(r_ack == 0 && add[0] == 0) begin
                        state <= WRITE_DATA;
                        if(stage == 2'b00) begin
                            data_send[0] <= CMD_INIT;
                            data_send[1] <= CMD_INIT_BYTE1;
                            data_send[2] <= CMD_INIT_BYTE2;
                        end
                        else if(stage == 2'b01) begin
                            data_send[0] <= CMD_MEASURE;
                            data_send[1] <= CMD_MEASURE_BYTE1;
                            data_send[2] <= CMD_MEASURE_BYTE2;
                        end
                        bit_count <= 0;
                    end
                    else if(r_ack == 0 && add[0] == 1) begin
                        state <= READ_DATA;
                        bit_count <= 0;
                    end
                    else begin
                        state <= STOP;
                        ack_err <= 1;
                    end
                end
            end
            WRITE_DATA: begin
                state_send_sen <= 4'b0101;
                if(bit_count == 0) begin
                    tx_data <= data_send[count_byte];   
                end 
                if(bit_count <= 7) begin
                    case(pulse) 
                        0: scl_t <= 0;
                        1: begin scl_t <= 0;
                            if(tx_data[7-bit_count]==1'b0) begin sda_t <= 0; sda_o <= 0; end
                            else sda_t <= 1;
                        end
                        2,3: scl_t <= 1;
                    endcase
                    if(count1 == clk_count1*4-1) begin
                        bit_count <= bit_count + 1;
                        scl_t <= 0;
                    end
                end
                else begin
                    state <= ACK;
                    bit_count <= 0;
                    sda_t <= 1;
                end
            end
            ACK: begin
                state_send_sen <= 4'b0110;
                sda_t <= 1;
                case(pulse) 
                    0,1: scl_t <= 0;
                    2: begin scl_t <= 1; r_ack <= sda_i; end
                    3: scl_t <= 1;
                endcase
                if(count1 == clk_count1*4-1) begin
                    count_byte <= count_byte + 1;
                    if(r_ack == 0) begin
                        if(count_byte == 2) begin
                             state <= STOP;
                             count_byte <= 0;
                        end
                        else 
                            state <= WRITE_DATA;
                        bit_count <= 0;
                    end
                    else begin
                        state <= STOP;
                        ack_err <= 1;
                    end
                end
            end
            READ_DATA: begin
                state_send_sen <= 4'b0111;
                sda_t <= 1;
                if(bit_count <= 7) begin
                    case(pulse) 
                        0,1: scl_t <= 0;
                        2: begin scl_t <= 1;
                            if(count1 == clk_count1*2 + clk_count1/2)
                                rx_data <= {rx_data[6:0],sda_i};
                        end
                        3: scl_t <= 1;
                    endcase
                    if(count1 == clk_count1*4-1) begin
                        bit_count <= bit_count + 1;
                        scl_t <= 0;
                    end
                end
                else begin
                    data_receive[count_byte] <= rx_data;
                    count_byte <= count_byte + 1;
                    bit_count <= 0;
                    if(count_byte < 6) 
                        state <= MASTER_ACK;
                    else begin
                        state <= MASTER_NACK;
                        count_byte <= 0;
                    end
                end
            end
            MASTER_ACK: begin
                state_send_sen <= 4'b1000;
                case(pulse)
                    0: begin scl_t <= 0; sda_t <= 0; sda_o <= 0; end
                    1: scl_t <= 0;
                    2: scl_t <= 1;
                    3: scl_t <= 1;
                endcase
                if(count1 == clk_count1*4-1) begin
                    state <= READ_DATA;
                    sda_t <= 1;
                    scl_t <= 0;
                end
            end
            MASTER_NACK: begin
                state_send_sen <= 4'b1001;
                sda_t <= 1;
                case(pulse) 
                    0,1,2,3: begin sda_t <= 1; scl_t <= (pulse>=2)?1:0; end
                endcase
                if(count1== clk_count1*4-1) begin
                    scl_t <= 1;
                    sda_t <= 0; sda_o <= 0;
                    count_byte <= 0;
                    state <= STOP;
                    if(stagew == 2'b10) done <= 1'b1;
                end
            end
            STOP: begin
                state_send_sen <= 4'b1010;
                case(pulse) 
                    0: begin scl_t <= 0; sda_t <= 0; sda_o <= 0; end
                    1: begin scl_t <= 1; sda_t <= 0; sda_o <= 0; end
                    2,3: begin scl_t <= 1; sda_t <= 1; end
                endcase
                if(count1== clk_count1*4-1) begin
                    if(stage == 2'b00) begin
                        stagew <= 2'b01;
                        state <= WAIT_15MS_AFTER_INIT;
                    end
                    else if(stage == 2'b01) begin 
                        stagew <= 2'b10;
                        state <= WAIT_MEASURE_90MS;
                    end
                    else if(stagew == 2'b10) begin
                        stagew <= 2'b01;
                        state <= IDLE;
                    end
                    busy <= 0;
                    scl_t <= 0;
                end
            end
            WAIT_15MS_AFTER_INIT: begin
                state_send_sen <= 4'b1011;
                if(count_delay < delay_20ms) begin
                    count_delay <= count_delay+1;
                end
                else begin
                    count_delay <= 0;
                    state <= IDLE;
                end
            end
            WAIT_MEASURE_90MS: begin
                state_send_sen <= 4'b1100;
                if(count_delay < delay_200ms) begin
                    count_delay <= count_delay+1;
                end
                else begin
                    count_delay <= 0;
                    state <= IDLE;
                end
            end
        endcase
end
wire [63:0] temp_cal,hum_cal;
assign hum_cal = hum_raw*10000;
assign hum_raw = {data_receive[1],data_receive[2],data_receive[3][7:4]};
assign humidity_vl = hum_cal/SCALE;
assign temp_cal = temp_raw*20000;
assign temp_raw = {data_receive[3][3:0],data_receive[4],data_receive[5]};
assign temp_vl = temp_cal/SCALE-5000;
assign stage = stagew;
endmodule
==> impl_metrics.env <==
# implementation run metrics
export IMPL_status="complete, no violations"
export IMPL_drive_gt1_share_pct=7.551
export IMPL_grt_pass1_wl_um=45270
export IMPL_yosysCellCount=1509
export IMPL_worst_hold_startpoint="pulse[3]$_DFF_P_"
export IMPL_p_leak_nw=7.249
export IMPL_hold_ws_ns=0.4559
export IMPL_area_growth_syn_to_layout_pct=12.40
export IMPL_pin_count=44
export IMPL_design_area_um2=15230
export IMPL_tritoncts="built"
export IMPL_slew_violations=0
export IMPL_die_h_um=166.6
export IMPL_dieArea_um2=27770
export IMPL_postPlaceCellArea_um2=14310
export IMPL_synthArstFlopShare_pct=38.93
export IMPL_worst_pin_slew_ns=0.7079
export IMPL_syn_inst=1509
export IMPL_finalSetupViolations=0
export IMPL_path_class="reg -> out"
export IMPL_synth_flops=149
export IMPL_cts_buffers=17
export IMPL_drtIter0Drc=592
export IMPL_syn_avg_cell_area_um2=8.981
export IMPL_diodes=0
export IMPL_crit_path_start="data_receive[5][4]$_DFFE_PP_"
export IMPL_yosys_area_um2=13550
export IMPL_numPortBuffers=42
export IMPL_clockBufferDepth=2
export IMPL_reg2reg_to="count_delay[30]$_DFFE_PP0P_"
export IMPL_ys_seq_share_pct=28.24
export IMPL_layout_cells_most_common="inv_1"
export IMPL_ys_flop_type="edfxtp_1"
export IMPL_top_area_share_pct=15.60
export IMPL_crit_end="temp_vl[11]"
export IMPL_die_w_um=166.6
export IMPL_place_hpwl_um=20050
export IMPL_slew_headroom_pct=52.71
export IMPL_critPathMaxFanout=5
export IMPL_yosys_area_top_type="ha_1"
export IMPL_drv_cap=0
export IMPL_peakVddDrop_mv=0.1129
export IMPL_ys_types=78
export IMPL_initCoreUtil_pct=51.42
export IMPL_grt_pass1_vias=9252
export IMPL_fin_crit_sh_pct=96.34
export IMPL_critPathRequiredTime_ns=6.56
export IMPL_rsz0062_at_grt="yes"
export IMPL_drt_wl_total_um=26110
export IMPL_edf_count=55
export IMPL_clk_pin_slew_ns=0.06
export IMPL_cts_sinks=149
export IMPL_fmax_mhz=126.6
export IMPL_antenna_found_initial=0
export IMPL_cp_end_kind="output pin"
export IMPL_r2r_start="count_delay[0]$_DFFE_PP0P_"
export IMPL_ys_warn_count=3
export IMPL_clkLatencyLatePin_ns=0.42
export IMPL_r2r_cells=11
export IMPL_grt_usage_pct=20.70
export IMPL_stdcell_count=1911
export IMPL_ant_nets=0
export IMPL_yosys_top_cells_area="ha_1 16%, fa_1 14%, edfxtp_1 12%, dfrtp_1 10%, inv_1 8.2%"
export IMPL_vias_per_cell=5.247
export IMPL_first_pass_iters=16
export IMPL_fin_skew_ns=0.01077
export IMPL_hold_path_depth=2
export IMPL_min_period_ns=7.900
export IMPL_syn_area_um2=13550
export IMPL_gp_congestion=0.8892
export IMPL_grt_overflow=0
export IMPL_startpoint_type="flop"
export IMPL_h_tree_depth=4
export IMPL_hold_viol_final=0
export IMPL_p_per_area_nw_per_um2=102.6
export IMPL_cts_root_buf="clkbuf_16"
export IMPL_hp_class="reg -> reg"
export IMPL_place_inst=1856
export IMPL_critPathArrivalTime_ns=6.26
export IMPL_post_route_util_pct=57.80
export IMPL_rows=59
export IMPL_warning_count=32
export IMPL_drc_errors=0
export IMPL_layout_top_cells="287 x inv_1, 165 x ha_1, 117 x nor2_1, 112 x nand2_1, 92 x fa_1"
export IMPL_core_um2=26350
export IMPL_grt_max_degree=52
export IMPL_wl_per_cell_um=13.66
export IMPL_n_fill_cell=2240
export IMPL_cts_hold_buf=0
export IMPL_ff2ff_setup_slack_ns=5.14
export IMPL_num_vias=10030
per-layer routing:
layer / routed length [um] / global-route usage (%) / up-vias
met1: 13060 / 34.40 / 4670
met4: 158 / 1.369 / 0
met3: 1020 / 3.316 / 10
li1: - / - / 5170
met2: 11880 / 31.53 / 177
met5: 0 / 0 / -
synth_stat cells, drive strengths merged, types with 6 or more instances:
library cell and n:
o21a 6, mux2 6, dfxtp 36, nor2 118, xor2 32, mux2i 6
a21o 15, nand2 112, a21oi 63, nand2b 10, nand4 22, xnor2 34
a21boi 6, a22o 6, edfxtp 55, fa 92, clkbuf 33, dfrtp 55
o21ai 61, nor3 29, o211ai 8, a2111oi 6, inv 295, nand3 39
ha 169, a31oi 33, nor2b 16, buf 8, and2 15, a211oi 9
nor4 13, and3 25
critical path, cell delays in order (launching register included):
cell and delay [ns]:
edfxtp_1 0.39, inv_2 0.06, fa_1 0.52, inv_1 0.04, ha_1 0.26, inv_1 0.05
fa_1 0.53, inv_1 0.04, ha_1 0.26, inv_1 0.04, fa_1 0.48, inv_2 0.05
ha_4 0.23, o21ai_2 0.12, nor2_2 0.06, o31ai_4 0.30, a211oi_4 0.11, or2_4 0.28
a21oi_2 0.13, xor2_1 0.17, ha_2 0.22, inv_2 0.05, a31oi_4 0.18, a211oi_4 0.11
mux2_4 0.29, a221oi_2 0.26, xnor2_1 0.14, clkdlybuf4s50_1 0.47
timing repair:
item                                    4_1_cts  5_1_grt
endpoints found under the hold margin         0        0
gates resized                                 7       31
pin swaps                                     1       14
endpoints found under the setup margin        3        5
buffers inserted                              0       23
final cells by class:
type                            instances  area, um^2  share of cell area (%)
Clock inverter                          9       73.82                  0.4846
Multi-Input combinational cell       1024        8602                   56.47
Timing Repair Buffer                   76       679.4                   4.460
Inverter                              295        1107                   7.270
Tap cell                              335       419.2                   2.752
Sequential cell                       149        3827                   25.13
Clock buffer                           23       523.0                   3.434
metrics by stage:
stage               worst slack (ns)  setup TNS (ns)  power [mW]
floorplan                      1.027               0      0.7977
global placement              0.2458               0      0.8070
detailed placement            0.1595               0      0.8072
CTS                         -0.01842        -0.01842       1.583
global route                -0.04097        -0.04967       1.619
finish                        0.3003               0       1.562
logic make-up after synthesis:
kind of cell / Yosys count / synth area share (%)
and+or+nand+nor: 424 / 14.94
buffers and inverters: 336 / 9.399
adders and majority gates: 261 / 29.19
AOI/OAI and AO/OA: 259 / 12.82
DFF: 149 / 28.24
xor gates and xnor gates: 66 / 4.266
muxes: 13 / 1.108
other: 1 / 0.02767
flip-flops by register name (all words and copies together) (netlist names), 4 cells and up:
register	count
pulse	4
rx_data	8
bit_count	4
count_delay	32
state_send_sen	4
count_byte	4
tx_data	5
count1	32
state	4
data_receive	40
power by group:
group          internal (mW)  switching (mW)  total (mW)
logic                0.00610          0.0133      0.0194
clock network          0.458           0.313       0.771
registers              0.769         0.00305       0.772
total                   1.23           0.330        1.56
worst min path at each step:
| stage | endpoint | slack [ns] |
|---|---|---|
| global route | pulse[3]$_DFF_P_ | 0.50 |
| finish | pulse[3]$_DFF_P_ | 0.46 |
| CTS | pulse[3]$_DFF_P_ | 0.46 |
Power is estimated from default activity; no workload was simulated.
